===== config.mk =====
export PLATFORM = sky130hd
export DESIGN_NAME = prescaler
export DESIGN_NICKNAME = prescaler
export VERILOG_FILES = /design/flow/design.v
export SDC_FILE = /design/flow/constraint.sdc
export NUM_CORES = 4
export LEC_CHECK = 1
export CORE_AREA = 10 10 95 95
export DIE_AREA = 0 0 105 105

===== constraint.sdc =====
current_design prescaler

set clk_period 7.0
set clk_io_pct 0.2

create_clock -name clk0 -period $clk_period [get_ports {clkin}]

set non_clock_inputs [all_inputs -no_clocks]
set_input_delay [expr $clk_period * $clk_io_pct] -clock clk0 $non_clock_inputs
set_output_delay [expr $clk_period * $clk_io_pct] -clock clk0 [all_outputs]

===== design.v =====
module prescaler( input clkin, output reg clkout );
reg[25:0] counter;
always @(posedge clkin)
begin
if (counter == 0)
begin
counter <= 24999999;
clkout <= ~clkout;
end
else
counter <= counter - 1;
end
endmodule

===== run.sh =====
#!/bin/bash
# OpenROAD 26Q1-2900-gdf79404cd8, Yosys 0.63+post, stock flow scripts
make -C /OpenROAD-flow-scripts/flow DESIGN_CONFIG=/design/flow/config.mk WORK_HOME=/design/flow/orfs finish

==> flow_metrics.tcl <==
# yosys + openroad results
set metrics [dict create \
    status "completed" \
    n_antenna_cell 0 \
    viasPerCell 3.80 \
    startpoint_type "flop" \
    path_cells "clkdlybuf4s50_1" \
    yosysWarnings 1 \
    cp_max_fo 2 \
    cts_tree "done" \
    gp_congestion 0.793 \
    power.density_mw_per_mm2 176 \
    cts_resized 0 \
    std_cell_rows 30 \
    hold_viol 0 \
    htree_levels 1 \
    fp-utilization_pct 17.4 \
    clock_skew_ns 0.00249 \
    wl_per_cell_um 8.69 \
    critPathTopFamily "buffers and inverters" \
    worst_pin_slew_ns 0.472 \
    clockBufferDepth 2 \
    rsz0062_at_grt "false" \
    root_buffer "clkbuf_8" \
    synthCells 128 \
    crit_required_ns 5.60 \
    io_pins 2 \
    critical_path.max_stage_delay_ns 0.46 \
    drv_slew 0 \
    critical_path.endpoint_type "primary output" \
    cts_setup_buffers 0 \
    ys_cells 128 \
    dr.pass1.iters 4 \
    portBuffers 1 \
    max_freq_mhz 403 \
    final_util_pct 19.9 \
    worstSkewPairLatency_ns 0.27 \
    vdd_ir_drop_max_mv 0.0755 \
    syn_to_final_growth_pct 14.6 \
    cap_violations 0 \
    dp_cells 225 \
    tns_ns 0 \
    cts_buffers 3 \
    synth-adder-area-share_pct 1.04 \
    die_y_um 105 \
    dpl.hpwl_mm 1.45 \
    fin_crit_ns 2.48 \
    netlist_area_mm2 0.00120 \
    ctsHoldBuffers 0 \
    timing.critical_path.buf_inv 1 \
    grt_pass1_vias 810 \
    clock-sinks 27 \
    synth_cell_types 36 \
    drive_gt1_share_pct 13.5 \
    crit_type "reg2out" \
    simple_gate_share_pct 34.3 \
    maxSlewHeadroom_pct 68.3 \
    synth.avg_cell_area_um2 9.36 \
    die-width_um 105 \
    ys_seq_share_pct 45.9 \
    drt_wl_total_mm 1.99 \
    fill_cells 777 \
    drc_errors 0 \
    clkTransAtPathRegs_ns 0.09 \
    grt_pass1_wl_mm 3.62 \
    period_used_pct 35.4 \
    compound_area_share_pct 6.68 \
    warning_count 25 \
    grt-ovfl-total 0 \
    critPathArrivalTime_ns 1.08 \
    mux_share_pct 0.939 \
    final_cells 229 \
    grt_max_degree 15 \
    setup_violations 0 \
    drt_iter0_markers 47 \
    hold_class "reg2reg" \
    ant_nets 0 \
    ys_sh_xor_pct 9.50 \
    die-area_mm2 0.0110 \
    core-area_mm2 0.00691 \
    ys_area_mm2 0.00120 \
    vias 871 \
    grt_use_total_pct 3.73 \
    cellLeakagePower_nw 0.477 \
    ys.flops 27 \
    ys_top_logic_family "simple AND/OR/NAND/NOR gates" \
    antenna_found_initial 0 \
    slowest_stage "clkdlybuf4s50_1" \
]
-- cells by family (layout without fill, tap and decap cells) --
family | after synthesis | count (layout)
AND/OR/NAND/NOR | 68 | 68
flip-flops | 27 | 27
AND-OR/OR-AND | 13 | 13
XOR/XNOR | 13 | 13
buffers and inverters | 5 | 10
adder cells (fa/ha/maj) | 1 | 1
multiplexers | 1 | 1
-- layout make-up --
type / count / area, µm² / share of cell area, %
clock buffers: 4 / 45.0 / 3.28
inverters: 5 / 18.8 / 1.37
multi-input cells: 96 / 629 / 45.8
flip-flops and latches: 27 / 551 / 40.1
well taps: 96 / 120 / 8.74
repair buffers: 1 / 10.0 / 0.729
-- worst reg2reg max path: stages, from the launching register on --
cell and delay (ns):
dfxtp_1 0.36, or4_4 0.59, nor4_4 0.33, and2_1 0.21
nand2_2 0.15, inv_1 0.18
-- layer usage --
metal | vias up | global-route usage [%] | part of all wire, %
met3 | 0 | 1.37 | 6.7
met4 | 0 | 0.686 | 0
met2 | 21 | 5.03 | 39
met5 | - | 0 | 0
li1 | 457 | - | -
met1 | 393 | 5.57 | 54
-- synth_stat cells --
cell type	instances	area (µm²)
edfxtp_1	1	30.0
or4b_4	1	13.8
nor2_1	12	45.0
and3_1	1	6.26
ha_1	1	12.5
a21oi_2	1	8.76
or4_4	3	33.8
nor4b_2	1	15.0
nand3_1	4	20.0
nor4_2	1	12.5
xor2_1	7	61.3
nor4_1	3	18.8
a21oi_1	3	15.0
or4_1	2	15.0
or3_1	4	25.0
nor3_4	1	16.3
and3_2	1	7.51
and2_1	1	6.26
nand2b_1	2	12.5
nor2b_1	1	6.26
or3_2	1	7.51
nand2_2	1	6.26
dfxtp_1	26	521
mux2_2	1	11.3
a32o_1	1	10.0
nand3_2	1	10.0
inv_1	5	18.8
o31ai_1	1	7.51
nor3_1	4	20.0
nor4_4	1	21.3
nand4_1	1	6.26
nand2_1	20	75.1
o21ai_0	6	30.0
nor2_4	1	11.3
o41ai_1	1	8.76
xnor2_1	6	52.6
-- layout by cell type, fill, tap and decap left out, types with 2 or more instances in the layout --
cell type | Yosys | layout
dfxtp_1 | 26 | 26
nand2_1 | 20 | 20
nor2_1 | 12 | 12
xor2_1 | 7 | 7
xnor2_1 | 6 | 6
o21ai_0 | 6 | 6
inv_1 | 5 | 5
or3_1 | 4 | 4
nand3_1 | 4 | 4
nor3_1 | 4 | 4
or4_4 | 3 | 3
a21oi_1 | 3 | 3
nor4_1 | 3 | 3
clkbuf_8 | 0 | 3
or4_1 | 2 | 2
nand2b_1 | 2 | 2
-- metrics by stage --
step	hold slack, ns	area [µm²]	power (W)	worst slack, ns
after floorplan	0.384	1200	0.000158	5.08
after global placement	0.398	1330	0.000158	4.81
after detailed placement	0.405	1330	0.000158	4.80
after CTS	0.427	1370	0.000243	4.50
after global routing	0.459	1370	0.000250	4.47
final	0.428	1370	0.000241	4.52
-- registers in the layout (all words and copies together), names as in the netlist --
signal / cells
clkout: 1
counter: 26
-- path summary, 6_finish.rpt --
kind | from | end | slack (ns) | cells past startpoint
min | counter[0] | counter[0] | 0.43 | 1
max | clkout | clkout | 4.52 | 1
min reg2reg | counter[0] | counter[0] | 0.43 | 1
max reg2reg | counter[15] | clkout | 4.89 | 5
-- report_power, final --
part / internal, W / switching [W]
Combinational: 0 / 0
Sequential: 0.000154 / 0
Clock: 0.0000407 / 0.0000464
Power is estimated from default activity; no workload was simulated.
